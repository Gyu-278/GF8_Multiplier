==> flow/design.v <==
module CarrylessMultiplier (mc, mi, product);
input [7:0] mc,mi; 
output [14:0] product; 
assign product[14] = mc[7] & mi[7] ;  
assign product[13] = (mc[6] & mi[7]) ^ (mc[7]&mi[6]);
assign product[12] = (mc[5]&mi[7]) ^ (mc[6]&mi[6]) ^ (mc[7]&mi[5]) ;
assign product[11] = (mc[4]&mi[7]) ^ (mc[5]&mi[6]) ^ (mc[6]&mi[5]) ^ (mc[7]&mi[4]) ;
assign product[10] = (mc[3]&mi[7]) ^ (mc[4]&mi[6]) ^ (mc[5]&mi[5]) ^ (mc[6]&mi[4]) ^ (mc[7]&mi[3]) ;
assign product[9] = (mc[2]&mi[7]) ^ (mc[3]&mi[6]) ^ (mc[4]&mi[5]) ^ (mc[5]&mi[4]) ^ (mc[6]&mi[3]) ^ (mc[7]&mi[2]);
assign product[8] = (mc[1]&mi[7]) ^ (mc[2]&mi[6]) ^ (mc[3]&mi[5]) ^ (mc[4]&mi[4]) ^ (mc[5]&mi[3]) ^ (mc[6]&mi[2]) ^ (mc[7]&mi[1]); 
assign product[7] =(mc[0]&mi[7]) ^(mc[1]&mi[6]) ^(mc[2]&mi[5]) ^(mc[3]&mi[4]) ^(mc[4]&mi[3]) ^(mc[5]&mi[2]) ^(mc[6]&mi[1]) ^(mc[7]&mi[0]);
assign product[6] =(mc[0]&mi[6]) ^(mc[1]&mi[5]) ^(mc[2]&mi[4]) ^(mc[3]&mi[3]) ^(mc[4]&mi[2]) ^(mc[5]&mi[1]) ^(mc[6]&mi[0]);
assign product[5] =(mc[0]&mi[5]) ^(mc[1]&mi[4]) ^(mc[2]&mi[3]) ^(mc[3]&mi[2]) ^(mc[4]&mi[1]) ^(mc[5]&mi[0]);
assign product[4] =(mc[0]&mi[4]) ^(mc[1]&mi[3]) ^(mc[2]&mi[2]) ^(mc[3]&mi[1]) ^(mc[4]&mi[0]);
assign product[3] =(mc[0]&mi[3]) ^(mc[1]&mi[2]) ^(mc[2]&mi[1]) ^(mc[3]&mi[0]);
assign product[2] =(mc[0]&mi[2]) ^(mc[1]&mi[1]) ^(mc[2]&mi[0]);
assign product[1] =(mc[0]&mi[1]) ^(mc[1]&mi[0]);
assign product[0] =(mc[0]&mi[0]); 
endmodule
module GaloisMultiplier (rst, clk, mc, mi, gm_product);
input rst, clk;
input [7:0] mc, mi;
output [7:0] gm_product; 
wire [14:0] out1, out2, out3, out4;
reg [14:0] tmp1,tmp2,tmp3,tmp4;
reg [2:0] cnt;
wire [14:0] cl_product;
CarrylessMultiplier clm (mc, mi, cl_product);
assign out1 = tmp1[7:0] ^ ({8{tmp1[14]}} & 8'b1001_1010 ) ^ ({8{tmp1[13]}} & 8'b0100_1101 ) ^ ({8{tmp1[12]}} & 8'b1010_1011 ) ^ ( {8{tmp1[11]}}& 8'b1101_1000 ) ^ ( {8{tmp1[10]}}& 8'b0110_1100 ) ^ ( {8{tmp1[9]}}& 8'b0011_0110 ) ^ ( {8{tmp1[8]}}& 8'b0001_1011 );
assign out2 = tmp2[7:0] ^ ({8{tmp2[14]}} & 8'b1001_1010 ) ^ ({8{tmp2[13]}} & 8'b0100_1101 ) ^ ({8{tmp2[12]}} & 8'b1010_1011 ) ^ ( {8{tmp2[11]}}& 8'b1101_1000 ) ^ ( {8{tmp2[10]}}& 8'b0110_1100 ) ^ ( {8{tmp2[9]}}& 8'b0011_0110 ) ^ ( {8{tmp2[8]}}& 8'b0001_1011 );
assign out3 = tmp3[7:0] ^ ({8{tmp3[14]}} & 8'b1001_1010 ) ^ ({8{tmp3[13]}} & 8'b0100_1101 ) ^ ({8{tmp3[12]}} & 8'b1010_1011 ) ^ ( {8{tmp3[11]}}& 8'b1101_1000 ) ^ ( {8{tmp3[10]}}& 8'b0110_1100 ) ^ ( {8{tmp3[9]}}& 8'b0011_0110 ) ^ ( {8{tmp3[8]}}& 8'b0001_1011 );
assign out4 = tmp4[7:0] ^ ({8{tmp4[14]}} & 8'b1001_1010 ) ^ ({8{tmp4[13]}} & 8'b0100_1101 ) ^ ({8{tmp4[12]}} & 8'b1010_1011 ) ^ ( {8{tmp4[11]}}& 8'b1101_1000 ) ^ ( {8{tmp4[10]}}& 8'b0110_1100 ) ^ ( {8{tmp4[9]}}& 8'b0011_0110 ) ^ ( {8{tmp4[8]}}& 8'b0001_1011 );
assign gm_product = (cnt==3'd0) ? (out1[7:0] ^ out2[7:0] ^ out3[7:0] ^ out4[7:0]) : 8'd0;
always@ (posedge clk or negedge rst) begin	
	if(!rst) begin 
		cnt<=0;
	end
	else begin	
		case(cnt)
			3'd0: begin cnt<=3'd1; tmp1<=cl_product; end
			3'd1: begin cnt<=3'd2; tmp2<=cl_product; end
			3'd2: begin cnt<=3'd3; tmp3<=cl_product; end
			3'd3: begin cnt<=3'd0; tmp4<=cl_product; end
			default: cnt<=3'd0;
		endcase	
	end
end
endmodule
==> flow/run.sh <==
#!/bin/bash
# OpenROAD 26Q1-2900-gdf79404cd8, Yosys 0.63+post, stock flow scripts
make -C /OpenROAD-flow-scripts/flow DESIGN_CONFIG=/design/flow/config.mk WORK_HOME=/design/flow/orfs finish
==> flow/config.mk <==
export PLATFORM = sky130hd
export DESIGN_NAME = GaloisMultiplier
export DESIGN_NICKNAME = GaloisMultiplier
export VERILOG_FILES = /design/flow/design.v
export SDC_FILE = /design/flow/constraint.sdc
export NUM_CORES = 4
export LEC_CHECK = 1
export CORE_UTILIZATION = 30
==> flow/constraint.sdc <==
current_design GaloisMultiplier

set clk_period 2.9
set clk_io_pct 0.2

create_clock -name clk0 -period $clk_period [get_ports {clk}]

set non_clock_inputs [all_inputs -no_clocks]
set_input_delay [expr $clk_period * $clk_io_pct] -clock clk0 $non_clock_inputs
set_output_delay [expr $clk_period * $clk_io_pct] -clock clk0 [all_outputs]
==> Changelog: implementation <==
## Implementation

* Clock period minus worst slack at between 2 and 3 ns
* Pwr dens at 467 nW/um^2
* Final setup viols at 0
* Most frequent CP cell: buf_4
* Yosys Instances at 266
* Outcome: completed
* Layout cells sized above 1 at roughly 20%
* GR met3 Demand/Resource at ~3.1%
* Skew-Pair Late Insertion Delay at 0.33 ns
* Count leader, synth: xnor2_1
* Vias per inst at approximately 4.2
* Bufs and invs on worst path at 3
* Post-synth ARST share at between 6 and 7%
* Standard-cell rows at 38
* Synth Cell Area at around 3400 um^2
* Max rail drop VDD at around 0.17 mV
* Vias after detailed routing at 1888
* DPL Wire Length at between 3 and 4 mm
* Final slew viol count at 0
* RSZ-0062 raised after global routing: true
* # DRC at 0
* Buffers on Ports at 25
* Max_slew headroom at 68.9%
* Critical path fanouts, max at 3
* Flip-flops with a built-in enable at about 60
* Setup Crit Path Kind: register to primary output
* R2R Setup Slk at ~1.6 ns
* Die height at approximately 110 um
* Top post-synthesis cells by count: xnor2_1 (85), nand2_1 (62), edfxtp_1 (60)
* # IOs at 26
* Mapped Avg Cell Area at 12.7 um^2
* TritonCTS clock tree: built
* Grt ovf at 0
* Largest cells by area: edfxtp_1 (53%), xnor2_1 (22%), nand2_1 (6.9%)
* WP data arrival at 2.23 ns
* Detail Route Antenna Nets at 0
* Final hold viol count at 0
* DIE AREA at between 10000 and 15000 um^2
* Drt pass-1 iters at 4
* Critical Path RT at 2.32 ns
* Clock Skews at between 0.007 and 0.008 ns
* Met2 Use GR at roughly 16%
* Fin crit share at 97.0%
* Num CTS Buffers at 9
* Worst Hold Class: register to register
* Die width at 108 um
* Leakage power at ~0.0015 uW
* Fp_density at approximately 31%
* Placed cell count at roughly 420
* Vias in the first global route at 1770
* Clock Tree Root: clkbuf_8
* Core area at around 11000 um^2
* Synth Seq Share at around 56%
* GR Util All Layers at approximately 11%
* Crit-path max cell delay at 0.41 ns
* Total power at 1990 uW
* Top Family by Delay on Critical Path: XOR/XNOR gates
* Main synth FF type: edfxtp_1
* Setup tns final at 0 ns
* Initial antenna violation count at 0
* # Max-Cap Violations at 0
* Pin count of the biggest net entering global routing at 16
* 1st-iter DRT viols at 66
* DRT Wirelength at roughly 5.7 mm
* Clock Pin Slew Worst Setup and Hold Paths at 0.07 ns
* First-pass GRT wire length at roughly 9.1 mm
* Fmax at 0.355 GHz
* Grt met1 use at 16.5%
* Clock Sink Count at ~64
* WL/cell at between 10 and 15 um
* Layout Cells excl Fill at about 450
* GP Congestion at about 0.85
* Netlist cell types at 14
* CP cell instances: xnor2_2 -> xnor2_1 -> buf_4 -> buf_4 -> xnor3_1 -> xor2_1 -> and2_1 -> dlygate4sd2_1
* Cells after Synth at 266
* Slowest-stage cell, CP: edfxtp_1
* H-tree depth at 3
* Ant. Diodes at 0
* CTS max path bufs at 2
* Worst-margin pin slew at roughly 0.46 ns
* CP Launch Type: register
* Post-layout util at 39.1%
* Area leader share at 53.3%
* Crit path capture type: primary output
* Cell type with the largest total area: edfxtp_1
* Chip area in the Yosys report at 3380 um^2
* Ys flops at approximately 64
* Area delta synth->final at 25.9%
* Global routing's busiest layer: met1
* Tool warnings at 27
* WHS at 0.367 ns
* Syn. warnings at 1
## registers in the layout (all words and copies together) (netlist names)
name / cells
tmp2: 15
tmp1: 15
tmp3: 15
cnt: 4
tmp4: 15
## through the flow
| step | setup WS [ns] | cell area [um^2] |
|---|---|---|
| CTS | -0.0628 | 4090 |
| global route | -0.0148 | 4260 |
| floorplan | 0.767 | 3380 |
| finish | 0.0864 | 4260 |
| global placement | 0.243 | 3800 |
| detailed placement | 0.209 | 3800 |
## final cells by class
| type | instances | area, um^2 |
|---|---|---|
| Clock buffer | 12 | 145 |
| Clock inverter | 4 | 45.0 |
| Timing Repair Buffer | 42 | 382 |
| Sequential cell | 64 | 1900 |
| Fill cell | 1006 | 6630 |
| Multi-Input combinational cell | 190 | 1610 |
| Tap cell | 140 | 175 |
## metal layers
| metal | up-vias | part of all wire (%) |
|---|---|---|
| met4 | 0 | 1.2 |
| met1 | 889 | 47 |
| met5 | - | 0 |
| met3 | 4 | 5.9 |
| li1 | 936 | - |
| met2 | 59 | 46 |
## timing repair
| action | in CTS | in global routing |
|---|---|---|
| pin swaps | 11 | 22 |
| resized | 8 | 18 |
| hold buffers | 0 | 0 |
| setup endpoints to repair | 3 | 4 |
| setup buffers | 6 | 8 |
## layout by cell type, fill, tap and decap left out
master,n
dlymetal6s2s_1,2
xnor2_4,1
buf_4,17
bufinv_16,1
xor2_2,4
xnor2_2,24
clkinv_2,3
dfrtp_1,3
nor2b_2,1
nor2b_1,1
edfxtp_1,60
nand2_1,62
dlygate4sd2_1,1
clkbuf_8,10
xnor3_1,4
and2_1,12
xnor2_1,65
clkbuf_1,2
clkdlybuf4s50_1,22
dfstp_2,1
xor2_1,16
## report_power, final
part / leakage, uW / switching, uW / total [uW] / internal [uW]
Clock: 0.000100 / 301 / 717 / 416
Combinational: 0.000873 / 124 / 215 / 90.9
Sequential: 0.000573 / 0 / 1060 / 1060
Total: 0.00155 / 424 / 1990 / 1560
## cells by family (layout without fill, tap and decap cells)
family | Yosys count | count (layout) | synth area share (%)
XOR/XNOR | 114 | 114 | 32.8
AND/OR/NAND/NOR | 76 | 76 | 9.55
flip-flops | 64 | 64 | 56.3
buffers and inverters | 12 | 58 | 1.33
## worst paths after layout
kind,from,to,cells after the start
max in group asynchronous,rst,cnt[0]$_DFF_PN1_,1
min in group asynchronous,rst,cnt[3]$_DFF_PN0_,1
setup / recovery,tmp3[8]$_DFFE_PP_,gm_product[4],8
hold / removal,cnt[1]$_DFF_PN0_,cnt[3]$_DFF_PN0_,0
setup reg to reg,cnt[0]$_DFF_PN1_,tmp1[11]$_DFFE_PP_,2
hold reg to reg,cnt[1]$_DFF_PN0_,cnt[3]$_DFF_PN0_,0
No activity file was given, so power comes from the tool's default toggle rates.

<file path="design/flow/design.v">
module GF8_Multiplier(
    input  [7:0] A,
    input  [7:0] B,
    output reg [7:0] product
);
    integer i;
    reg [7:0] temp_A;
    reg [7:0] temp_B;
    reg [7:0] p;
    always @(*) begin
        temp_A = A;
        temp_B = B;
        p = 8'h00;
        for (i = 0; i < 8; i = i + 1) begin
            if (temp_B[0] == 1'b1) begin
                p = p ^ temp_A;
            end
            if (temp_A[7] == 1'b1) begin
                temp_A = (temp_A << 1) ^ 8'h1B;
            end else begin
                temp_A = temp_A << 1;
            end
            temp_B = temp_B >> 1;
        end
        product = p;
    end
endmodule
module Matrix_Multiplier_GF8(
    reset,clk,A,B,result
);
    input reset, clk;
    input [7:0] A, B;
    output [7:0] result;
    wire [15:0] product;
    reg [15:0] temp1, temp2, temp3, temp4;
    reg [2:0] cnt;
    GF8_Multiplier mul(.A(A), .B(B), .product(product));
    always @(posedge clk, negedge reset) begin
        if (!reset) begin
            cnt <= 0;
            temp1 <= 0;
            temp2 <= 0;
            temp3 <= 0;
            temp4 <= 0;
        end
        else begin
            case (cnt)
                2'd0 : begin cnt <= 2'd1 ; temp1 <= product; end
                2'd1 : begin cnt <= 2'd2 ; temp2 <= product; end
                2'd2 : begin cnt <= 2'd3 ; temp3 <= product; end
                2'd3 : begin cnt <= 2'd0 ; temp4 <= product; end
                default: cnt <=0;
            endcase
        end    
    end
    assign result = {cnt == 2'd0} ? {temp1 ^ temp2 ^ temp3 ^ temp4} : 16'd0;
endmodule
</file>
<file path="design/flow/run.sh">
#!/bin/bash
# OpenROAD 26Q1-2900-gdf79404cd8, Yosys 0.63+post, stock flow scripts
make -C /OpenROAD-flow-scripts/flow DESIGN_CONFIG=/design/flow/config.mk WORK_HOME=/design/flow/orfs finish
</file>
<file path="design/flow/config.mk">
export PLATFORM = sky130hd
export DESIGN_NAME = Matrix_Multiplier_GF8
export DESIGN_NICKNAME = Matrix_Multiplier_GF8
export VERILOG_FILES = /design/flow/design.v
export SDC_FILE = /design/flow/constraint.sdc
export NUM_CORES = 4
export LEC_CHECK = 1
export CORE_UTILIZATION = 50
</file>
<file path="design/flow/constraint.sdc">
current_design Matrix_Multiplier_GF8

set clk_period 2.3
set clk_io_pct 0.2

create_clock -name clk0 -period $clk_period [get_ports {clk}]

set non_clock_inputs [all_inputs -no_clocks]
set_input_delay [expr $clk_period * $clk_io_pct] -clock clk0 $non_clock_inputs
set_output_delay [expr $clk_period * $clk_io_pct] -clock clk0 [all_outputs]
</file>
==> reports/metrics.csv <==
metric,value,unit
Setup CP Type,flip-flop to primary output,
post-synthesis sequential area ratio,32.89,%
worst reg2reg setup slack,1.19,ns
Final Non-Filler Cells,410,
CP max FO,25,
clock power share,23.8,%
final hold violations,0,
FP Core Util,52.69,%
main area contributors,"dfrtp_1, xnor2_1, xnor3_1",
core area,5205,um2
largest net degree at the start of global routing,37,
DRC,0,
peak supply drop,0.0003547,V
Post-synth ARST share,100.0,%
HP Class,flip-flop to flip-flop,
Die X,76.06,um
wire length per cell,13.41,um
register area,902.1,um2
number of register bits inferred by synthesis,36,
dpl ws,-0.5071,ns
"Critical Path, Cell by Cell","and2_1, clkdlybuf4s50_1",
cell family with most CP delay,flip-flops,
CP arrival,1.74,ns
combinational power share,42.3,%
Area growth syn-to-layout,23.91,%
"slowest stage delay, CP",0.81,ns
pwr/cell area,550.3,nW/um2
final setup fails,0,
via count,1985,
Slew headroom,60.07,%
clk slew on worst S/H paths,0.06,ns
first drt pass iteration count,4,
GR Util All Layers,20.94,%
Gate Area,1783,um2
Worst Setup Start Kind,flip-flop,
layout cells sized above 1,15.88,%
Iter 0 DRT Violations,83,
Max Cap Violations,0,
number of warnings in the stage logs,25,
yosys cell count,295,
n_diodes,0,
die area,5785,um2
clk buf depth,2,
Final ANT Viol Nets,0,
CTS buffer count,5,
f_max,453.6,MHz
initial antenna violation count,0,
vias per cell,4.841,
grt total ovfl,0,
gpl congestion,0.8730,
TritonCTS Sinks,36,
Root Driver,clkbuf_8,
"Buf+Inv Stages, Crit Path",1,
Mapped Avg Cell Area,9.297,um2
fin. max-slew vios,0,
yosys stat area,2743,um2
Max-area cell share,31.93,%
cycle use final,95.86,%
CTS tree,yes,
die span in y,76.06,um
Leakage Power,1.483,nW
Internal,1.303,mW
Critical-path top delay cell,dfstp_2,
most common cell in the netlist,nand2_1,
Clock Latency Late Sink,0.28,ns
Post-Syn Area,2743,um2
sw frac,30.30,%
worst setup margin,0.09524,ns
sequential share of power,33.9,%
cell type with the largest total area,dfrtp_1,
Dominant flop cell,dfrtp_1,
I/O Pins,26,
Detailed Place HPWL,4104,um
CP required,1.84,ns
status,finished clean,
Cell variety after synth,24,
Setup TNS,0,ns
crit path time final,2.205,ns
Post-Syn Instances,295,
IO Port Bufs,25,
top cells by count,"nand2_1, xnor2_1, dfrtp_1, nor2_1, a21oi_1",
final wirelength,5497,um
placed cell count,401,
Crit. End Element,primary output,
Sw Pwr,0.5667,mW
Fillers,445,
clk_skew,0.002094,ns
"EDFF count, synth",0,
first-pass GRT wire length,9177,um
number of global-route vias before repair,1875,
yosys warns,3,
Least-Margin Pin Slew,0.5989,ns
H-tree depth,2,
FP Rows,26,
-- path summary, 6_finish.rpt --
kind                                  end      from  cells past startpoint
worst max-delay path            result[5]    cnt[0]                      2
worst min-delay path             temp1[1]  temp1[1]                      2
worst max register to register   temp1[2]    cnt[0]                      2
worst min register to register   temp1[1]  temp1[1]                      2
max in group asynchronous          cnt[0]     reset                      2
min in group asynchronous        temp3[0]     reset                      2
-- timing repair --
item	4_1_cts	5_1_grt
hold buffers	0	0
resized	8	7
pin swaps	6	7
setup endpoints to repair	24	20
buffers inserted	0	1
-- final cells by class --
cell class | instances | share of cell area, %
well taps | 70 | 2.577
repair buffers | 59 | 15.65
clock buffers | 8 | 2.651
inverters | 1 | 0.1105
multi-input cells | 236 | 52.47
flip-flops and latches | 36 | 26.55
-- registers in the layout (all words and copies together), names as in the netlist --
register,count
cnt,4
temp1,8
temp2,8
temp3,8
temp4,8
-- power by group through the flow --
| stage | combinational, mW | sequential (mW) | clock, mW |
|---|---|---|---|
| CTS | 0.798 | 0.633 | 0.458 |
| global route | 0.863 | 0.633 | 0.484 |
| finish | 0.791 | 0.633 | 0.445 |
-- layer usage --
metal | track usage (%) | share of wire, % | vias up
li1 | - | - | 1010
met1 | 36.34 | 51 | 916
met2 | 29.09 | 41 | 55
met3 | 5.353 | 7.2 | 4
met4 | 1.538 | 0.62 | 0
met5 | 0 | 0 | -
-- tightest hold or removal path: stages (launching register included) --
cell     delay [ns]
dfrtp_1        0.36
nor2_1         0.04
a21oi_1        0.10
-- cell usage in the layout, fill, tap and decap left out, types with 3 or more instances in the layout --
cell type / synthesis / routed
xor2_1: 23 / 21
nor2_1: 34 / 34
and2_1: 8 / 8
buf_4: 3 / 32
clkbuf_8: 0 / 6
clkdlybuf4s50_1: 0 / 19
a21oi_1: 33 / 33
xor3_1: 6 / 4
xnor3_1: 10 / 9
xnor2_1: 50 / 48
nand2_1: 57 / 57
xnor2_2: 1 / 3
dlygate4sd2_1: 0 / 3
xor2_2: 3 / 4
dfrtp_1: 35 / 35
mux2i_1: 4 / 4
-- stage by stage --
step	total power [mW]	hold WS [ns]	utilization [%]	cell area, um2
detailed placement	1.411	0.5323	62.52	3254
global placement	1.413	0.5238	62.52	3254
floorplan	1.157	0.1644	-	2743
finish	1.870	0.5440	65.29	3398
CTS	1.889	0.5475	64.81	3373
global route	1.980	0.5721	65.29	3398
-- cells by family after synthesis --
kind of cell	count (synthesis)	synth area share, %
flip-flops	36	32.89
multiplexers	4	1.460
AND/OR/NAND/NOR	103	15.24
buffers and inverters	23	3.741
XOR/XNOR	94	40.10
AND-OR/OR-AND	35	6.569
Power is estimated from default activity; no workload was simulated.
